## config.mk

```make
export PLATFORM = sky130hd
export DESIGN_NAME = win3by3_gen
export DESIGN_NICKNAME = win3by3_gen
export VERILOG_FILES = /design/flow/design.v
export SDC_FILE = /design/flow/constraint.sdc
export NUM_CORES = 4
export LEC_CHECK = 1
export CORE_UTILIZATION = 50
```

## constraint.sdc

```tcl
current_design win3by3_gen

set clk_period 10.1
set clk_io_pct 0.2

create_clock -name clk0 -period $clk_period [get_ports {CLK}]

set non_clock_inputs [all_inputs -no_clocks]
set_input_delay [expr $clk_period * $clk_io_pct] -clock clk0 $non_clock_inputs
set_output_delay [expr $clk_period * $clk_io_pct] -clock clk0 [all_outputs]
```

## design.v

```verilog
`timescale 1ns / 1ps
module win3by3_gen(
  CLK,
  RSTn,
  center_pix_sig,
  cols,    
  rows,
  rom_data_win,    
  column_addr_sig,     
  row_addr_sig,          
  rom_addr_sig,             
  data_out0,            
  data_out1,
  data_out2,
  data_out3,
  data_out4,
  data_out5,
  data_out6,
  data_out7,
  data_out8,
  win_data_done_sig             
    );
  input CLK;
  input RSTn;
  input [7:0] rom_data_win;
  input [9:0] cols;
  input [9:0] rows;
  input center_pix_sig;   
  input [9:0] column_addr_sig;
  input [9:0] row_addr_sig;
  output [7:0] data_out0;            
  output [7:0] data_out1;
  output [7:0] data_out2;
  output [7:0] data_out3;
  output [7:0] data_out4;
  output [7:0] data_out5;
  output [7:0] data_out6;
  output [7:0] data_out7;
  output [7:0] data_out8;
  output [17:0] rom_addr_sig;
  output win_data_done_sig;
  reg [9:0] m;
  always @ ( posedge CLK or negedge RSTn )
    if ( !RSTn )
       m <= 10'd1;
     else if (  center_pix_sig )
       m <= row_addr_sig[9:0];
  reg [9:0] n;
  always @ ( posedge CLK or negedge RSTn )
    if ( !RSTn )
       n <= 10'd1;
     else if (  center_pix_sig )
       n <= column_addr_sig[9:0];
  reg [3:0] i;
  reg isWinDone;
  reg [17:0] rom_addr;
  reg [7:0] a11;
  reg [7:0] a12;
  reg [7:0] a13;
  reg [7:0] a21;
  reg [7:0] a22;
  reg [7:0] a23;
  reg [7:0] a31;
  reg [7:0] a32;
  reg [7:0] a33;
reg get_9point_vld;
always @ ( posedge CLK or negedge RSTn )
    if (!RSTn)
           get_9point_vld <= 1'b0;
     else if ( center_pix_sig )
            get_9point_vld <= 1'b1;
     else if ( i==4'd10 )
            get_9point_vld <= 1'b0;
always @ ( posedge CLK or negedge RSTn )
    if ( !RSTn )
           isWinDone <= 1'b0;
     else if ( i==4'd10 )
            isWinDone <= 1'b1;
     else
            isWinDone <= 1'b0;
always @ ( posedge CLK or negedge RSTn )
    if ( !RSTn )
           i <= 4'd0;
     else if (i == 4'd10)
            i <= 4'd0;
     else if ( get_9point_vld )
            i <= i + 1'b1;
always @ ( posedge CLK or negedge RSTn )
    if (!RSTn)
            rom_addr <= 0;
     else if ( get_9point_vld)
       case (i)
          4'd0:
            if(!(m==1 || n==1)) rom_addr <= (m-2)*cols + (n-1) -1;
          4'd1:
          if(!(m==1 )) rom_addr <= (m-2)*cols + n -1;
          4'd2:
            if(!(m==1 || n==cols)) rom_addr <= (m-2)*cols + (n+1) -1;
          4'd3:
            if(!(n==1)) rom_addr <= (m-1)*cols + (n-1) -1;
          4'd4:
            rom_addr <= (m-1)*cols + n -1;
          4'd5:
            if(!(n==cols)) rom_addr <= (m-1)*cols + (n+1) -1;
          4'd6:
            if(!(m==cols || n==1)) rom_addr <= m*cols + (n-1) -1;
          4'd7:
            if(!(m==cols)) rom_addr <= m*cols + n -1;
          4'd8:
            if(!(m==cols || n==cols)) rom_addr <= m*cols + (n+1) -1;
          default:;
        endcase
always @ ( posedge CLK or negedge RSTn )
    if (!RSTn)
       begin
          a11 <= 0;
          a12 <= 0;
          a13 <= 0;
          a21 <= 0;
          a22 <= 0;
          a23 <= 0;
          a31 <= 0;
          a32 <= 0;
          a33 <= 0;
        end
     else if ( get_9point_vld )
       case (i)
          4'd2:
          if ( m==1 || n==1 )
                a11 <= 0;
          else
                a11 <= rom_data_win;
          4'd3:
          if ( m==1 )  a12 <= 0;
          else a12 <= rom_data_win;
          4'd4:
          if ( m==1 || n==cols ) a13 <= 0;
          else a13 <= rom_data_win;
          4'd5:
          if ( n==1 ) a21 <= 0;
          else  a21 <= rom_data_win;
          4'd6:
          a22 <= rom_data_win;
          4'd7:
          if ( n==cols ) a23 <= 0;
          else a23 <= rom_data_win;
          4'd8:
          if ( m==cols || n==1 ) a31 <= 0;
          else a31 <= rom_data_win;
          4'd9:
          if ( m==cols ) a32 <= 0;
          else a32 <= rom_data_win;
          4'd10:
          if ( m==cols || n==cols ) a33 <= 0;
          else a33 <= rom_data_win;
          default:;
      endcase
  assign win_data_done_sig = isWinDone;
  assign rom_addr_sig = rom_addr;
  assign data_out0 = a11;
  assign data_out1 = a12;
  assign data_out2 = a13;
  assign data_out3 = a21;
  assign data_out4 = a22;
  assign data_out5 = a23;
  assign data_out6 = a31;
  assign data_out7 = a32;
  assign data_out8 = a33;
endmodule
```

## run.sh

```bash
#!/bin/bash
# OpenROAD 26Q1-2900-gdf79404cd8, Yosys 0.63+post, stock flow scripts
make -C /OpenROAD-flow-scripts/flow DESIGN_CONFIG=/design/flow/config.mk WORK_HOME=/design/flow/orfs finish
```

==> results.json <==
{
  "hold-path-cell-count": 2,
  "r2r_end": "rom_addr[15]",
  "cts_tree": "built",
  "num_vias": 20900,
  "antenna_found_initial": 0,
  "cp-end-kind": "flop",
  "dp_hpwl_um": 60300,
  "log.warning_count": 45,
  "io_pins": 142,
  "start_kind": "input pin",
  "worst_pin_slew_ns": 1.00,
  "ys_cells": 2963,
  "maxSlewViolCount": 0,
  "hold_ws_ns": 0.477,
  "syn_area_mm2": 0.0244,
  "drive_gt1_share_pct": 6.97,
  "wl_per_cell_um": 19.2,
  "relSlewSlack_pct": 32.7,
  "fmax_ghz": 0.106,
  "cp_max_fo": 8,
  "synthTopCellsByCount": "inv_1, ha_1, nand2_1",
  "antennaDiodeCount": 0,
  "syn_to_final_growth_pct": 14.1,
  "grt_pass1_vias": 21000,
  "r2r_cells": 34,
  "rows": 80,
  "cts_buffers": 17,
  "finalCriticalPeriod_ns": 9.47,
  "grt_pass1_wl_um": 116000,
  "status": "completed",
  "post_cts_buffers": 0,
  "cap_violations": 0,
  "max-clock-path-buffers": 2,
  "nFillCells": 4242,
  "cts-resized-gates": 0,
  "yosysWarnings": 1,
  "arrival_ns": 9.82,
  "drtIter0Drc": 1395,
  "die_y_um": 223,
  "die_x_um": 223,
  "drc": 0,
  "grt_setup_unrepaired": "no",
  "coreArea_mm2": 0.0479,
  "track_usage_pct": 31.8,
  "path_class": "input pin to flop",
  "edf_count": 0,
  "fin_crit_sh_pct": 93.8,
  "ctsHoldBuffers": 0,
  "synthTopCellsByArea": "fa_1, ha_1, dfrtp_1",
  "synth_cells": 2963,
  "tns_ns": 0,
  "drtAntennaViolNets": 0,
  "yosysTopAreaCellShare_pct": 19.4,
  "grt_max_degree": 53,
  "regToRegSetupSlack_ns": 0.82,
  "gr-total-overflow": 0,
  "min_from": "rom_addr[7]",
  "ff_type": "dfrtp_1",
  "ys_seq_share_pct": 11.9,
  "critical-path-max-stage-delay_ns": 0.64,
  "synth.most_common_cell": "inv_1",
  "finalHoldViolCount": 0,
  "port_buffers": 131,
  "dr.pass1.iters": 7,
  "wl_um": 72800,
  "finalSetupViolations": 0,
  "async_reset_ff_share_pct": 100,
  "place_congestion": 1.04,
  "rr_startpoint": "m[3]",
  "fp_util_pct": 50.9,
  "synth_cell_types": 80,
  "viasPerCell": 5.53,
  "dieArea_mm2": 0.0497,
  "cp_slowest_cell": "clkdlybuf4s50_1",
  "cts.reportedPaths.clkPinSlew_ns": 0.07,
  "ys.flops": 116,
  "min_to": "rom_addr[7]",
  "fin_worst_skew_ns": 0.0145,
  "avgSynthCellArea_um2": 8.23,
  "synth_top_cell_by_area": "fa_1",
  "root_buffer": "clkbuf_16",
  "yosys-stat-area_mm2": 0.0244,
  "insertion_delay_ns": 0.47,
  "cp.required_ns": 10.45,
  "cts.sinks": 116,
  "hold_class": "flop to flop",
  "cts_max_level": 4
}
-- cell families (layout without fill, tap and decap cells) --
logic type,after synthesis,count (layout),share of synthesized area (%)
buffers and inverters,647,855,9.99
flip-flops,116,116,11.9
multiplexers,23,23,1.04
adder cells (fa/ha/maj),601,601,38.1
AND/OR/NAND/NOR,811,811,16.0
XOR/XNOR,228,228,8.46
AND-OR/OR-AND,537,537,14.5
-- critical path, delay by kind of cell --
family / cells / cell delay, ns
fa+ha+maj: 7 / 3.00
simple gates: 7 / 1.53
compound gates: 7 / 1.50
buf+inv: 7 / 1.26
xor+xnor: 2 / 0.51
-- registers in the layout, indices dropped and copies added (netlist names) --
register        flops
i                   4
rom_addr           18
a13                 8
a21                 8
a11                 8
a31                 8
m                  10
a32                 8
isWinDone           1
a33                 8
a23                 8
a12                 8
get_9point_vld      1
a22                 8
n                  10
-- how the worst max path moves through the flow --
stage	startpoint	end	cells past startpoint
finish	cols[4]	rom_addr[16]	30
global route	cols[1]	rom_addr[15]	32
CTS	cols[3]	rom_addr[16]	29
-- cell usage in the layout (no fill, tap or decap), drive strengths merged, types with 5 or more instances in the layout --
cell type	synthesis	routed
nor2	105	105
o22ai	29	29
a32oi	5	5
nor2b	45	45
xnor2	161	161
a211oi	16	16
ha	363	363
inv	548	559
and2	105	105
a221oi	10	10
xor2	65	65
clkbuf	95	17
a2111oi	11	11
a31oi	18	18
o2111ai	5	5
clkdlybuf4s50	0	130
nor4	24	24
a21o	50	50
and3	17	17
nand3	43	43
mux2	19	19
a41oi	5	5
nor3	60	60
nand2b	31	31
a22oi	11	11
buf	4	145
o21bai	25	25
o31ai	17	17
or4	6	6
or3	9	9
a22o	35	35
a21oi	112	112
dfrtp	114	114
o21ai	124	124
nand2	334	334
fa	236	236
o21a	18	18
nand4	18	18
-- layer usage --
metal | up-vias | track usage (%) | part of all wire [%]
met5 | - | 0 | 0
met4 | 0 | 6.34 | 2.6
met3 | 91 | 7.52 | 7.4
met2 | 584 | 49.8 | 45
met1 | 10100 | 46.7 | 45
li1 | 10200 | - | -
-- metrics by stage --
step	cell area [µm²]	std cells	utilization, %	worst slack, ns
floorplan	24400	2963	-	1.13
global placement	27200	3754	56.8	0.247
CTS	27800	3786	58.0	0.648
detailed placement	27200	3754	56.8	0.139
global route	27800	3786	58.0	0.0689
finish	27800	3786	58.0	0.629
-- final cells by class --
| class | count | area, µm² | share of cell area, % |
|---|---|---|---|
| tap | 615 | 769 | 2.77 |
| sequential | 116 | 2910 | 10.4 |
| clock buffer | 17 | 425 | 1.53 |
| inverter | 548 | 2060 | 7.39 |
| multi-input combinational | 2200 | 19100 | 68.5 |
| timing repair buffer | 275 | 2410 | 8.68 |
| clock inverter | 15 | 184 | 0.661 |
