==> flow/design.v <==
`timescale 1ns / 1ps
module medfilter3by3(
  CLK,
  RSTn,
  win_data_sig,   
  medfilt_done_sig,    
  data_in0,         
  data_in1,
  data_in2,
  data_in3,
  data_in4,
  data_in5,
  data_in6,
  data_in7,
  data_in8,
  medfilt_data_out     
    );
  input CLK;
  input RSTn;
  input win_data_sig;
  input [7:0] data_in0;        
  input [7:0] data_in1;
  input [7:0] data_in2;
  input [7:0] data_in3;
  input [7:0] data_in4;
  input [7:0] data_in5;
  input [7:0] data_in6;
  input [7:0] data_in7;
  input [7:0] data_in8;
  output medfilt_done_sig;
  output [7:0] medfilt_data_out;
  reg [7:0] a11;
  reg [7:0] a12;
  reg [7:0] a13;
  reg [7:0] a21;
  reg [7:0] a22;
  reg [7:0] a23;
  reg [7:0] a31;
  reg [7:0] a32;
  reg [7:0] a33;
  reg [7:0] b11;
  reg [7:0] b12;
  reg [7:0] b13;
  reg [7:0] b21;
  reg [7:0] b22;
  reg [7:0] b23;
  reg [7:0] b31;
  reg [7:0] b32;
  reg [7:0] b33;
  reg [7:0] c11;
  reg [7:0] c12;
  reg [7:0] c13;
  reg [7:0] c21;
  reg [7:0] c22;
  reg [7:0] c23;
  reg [7:0] c31;
  reg [7:0] c32;
  reg [7:0] c33;
  reg [2:0] i;
  reg [7:0] medfilt_data;
  reg filt_done;
  reg cal_vld;
always @ ( posedge CLK or negedge RSTn )
    if (!RSTn)
      begin
            a11 <= 0;
            a12 <= 0;
            a13 <= 0;
            a21 <= 0;
            a22 <= 0;
            a23 <= 0;
            a31 <= 0;
            a32 <= 0;
            a33 <= 0;
        end
     else if (win_data_sig)
       begin
            a11 <= data_in0;
            a12 <= data_in1;
            a13 <= data_in2;
            a21 <= data_in3;
            a22 <= data_in4;
            a23 <= data_in5;
            a31 <= data_in6;
            a32 <= data_in7;
            a33 <= data_in8;
        end
  always @ ( posedge CLK or negedge RSTn )
    if (!RSTn)
            i <= 3'd0;
     else if( cal_vld & ( i!=3 ) )
            i <= i + 1;
     else 
            i <= 0;
  always @ ( posedge CLK or negedge RSTn )
    if (!RSTn)
            cal_vld <= 1'b0;
     else if( win_data_sig )
            cal_vld <= 1'b1;
     else if( i==3'd3 )
            cal_vld <= 0;            
  always @ ( posedge CLK or negedge RSTn )
    if (!RSTn)
       begin
        filt_done <= 1'b0;
        b11 <= 0;
        b12 <= 0;
        b13 <= 0;
        b21 <= 0;
        b22 <= 0;
        b23 <= 0;
        b31 <= 0;
        b32 <= 0;
        b33 <= 0;
        c11 <= 0;
        c12 <= 0;
        c13 <= 0;
        c21 <= 0;
        c22 <= 0;
        c23 <= 0;
        c31 <= 0;
        c32 <= 0;
        c33 <= 0;
        medfilt_data <= 0;
        end
     else if( cal_vld )
       case(i)
          3'd0:
            begin
             b11 <= max(a11, a21, a31); 
             b12 <= max(a12, a22, a32); 
             b13 <= max(a13, a23, a33);
             b21 <= med(a11, a21, a31); 
             b22 <= med(a12, a22, a32); 
             b23 <= med(a13, a23, a33);
             b31 <= min(a11, a21, a31); 
             b32 <= min(a12, a22, a32); 
             b33 <= min(a13, a23, a33);
            end
          3'd1:
            begin
             c31 <= max(b31, b32, b33);
             c22 <= med(b21, b22, b23);
             c13 <= min(b11, b12, b13); 
             end
          3'd2:
             begin
             medfilt_data <= med(c13, c22, c31);
             filt_done<=1'b1;
             end
          3'd3:
             filt_done <= 1'b0; 
            default:;
        endcase
function [7:0] max; 
  input [7:0] a, b, c;
  begin
    max = (((a >= b) ? a : b) >= c ) ?  ((a >= b) ? a : b) : c;
  end
endfunction
function [7:0] med;
  input [7:0] a, b, c;
  begin
     med = a < b ? (b < c ? b : a < c ? c : a) : (b > c ? b : a > c ? c : a);
  end
endfunction
function [7:0] min;
  input [7:0] a, b, c;
  begin
     min= (((a <= b) ? a : b) <= c ) ?  ((a <= b) ? a : b) : c;
  end
endfunction
  assign medfilt_data_out = medfilt_data;
  assign medfilt_done_sig = filt_done;
endmodule
==> flow/run.sh <==
#!/bin/bash
# OpenROAD 26Q1-2900-gdf79404cd8, Yosys 0.63+post, stock flow scripts
make -C /OpenROAD-flow-scripts/flow DESIGN_CONFIG=/design/flow/config.mk WORK_HOME=/design/flow/orfs finish
==> flow/config.mk <==
export PLATFORM = sky130hd
export DESIGN_NAME = medfilter3by3
export DESIGN_NICKNAME = medfilter3by3
export VERILOG_FILES = /design/flow/design.v
export SDC_FILE = /design/flow/constraint.sdc
export NUM_CORES = 4
export LEC_CHECK = 1
export CORE_UTILIZATION = 50
==> flow/constraint.sdc <==
current_design medfilter3by3

set clk_period 6.7
set clk_io_pct 0.2

create_clock -name clk0 -period $clk_period [get_ports {CLK}]

set non_clock_inputs [all_inputs -no_clocks]
set_input_delay [expr $clk_period * $clk_io_pct] -clock clk0 $non_clock_inputs
set_output_delay [expr $clk_period * $clk_io_pct] -clock clk0 [all_outputs]
==> impl_metrics.tcl <==
# place-and-route summary
set metrics [dict create \
    finalSetupViolCount 0 \
    worstHoldStart "cal_vld" \
    cp.required_ns 7.04 \
    r2r_slack_ns 2.46 \
    first_pass_iters 7 \
    n_antenna_cell 0 \
    grt_usage_pct 29.9 \
    synthesis.area_sq_mm 0.0145 \
    worstSetupEndpointType "flip-flop" \
    cts_buffers 17 \
    routed_wl_um 40800 \
    dpl.cell_count 2023 \
    clkSlewWorstSetupHoldPaths_ns 0.08 \
    ff2ff_path_depth 15 \
    tns_ns 0 \
    chipArea_sq_mm 0.0296 \
    yosys_cells 1599 \
    vias 12100 \
    post_drt_wl_per_cell_um 19.9 \
    fp_util_pct 51.4 \
    rr_startpoint "a23[5]" \
    gp_congestion 0.965 \
    synth_top_area_share_pct 31.3 \
    drive_gt1_share_pct 11.3 \
    synth_flop_count 181 \
    htree_levels 4 \
    cellLeakagePower_nw 7.46 \
    ys_seq_share_pct 31.3 \
    cp.arrival_ns 4.59 \
    worstReg2RegEnd "b13[0]" \
    ys_area_sq_mm 0.0145 \
    final_cells 2055 \
    ioPinCount 84 \
    hold_depth 1 \
    edf_count 0 \
    topCellsByArea "dfrtp_1 31%, ha_1 18%, mux2_2 7.6%" \
    core_sq_mm 0.0282 \
    grt_pass1_wl_um 65900 \
    syn_area_per_cell_sq_um 9.05 \
    pwr_density_cell_mw_per_mm2 433 \
    postCtsHoldBufs 0 \
    grt_max_degree 81 \
    worstMarginPinSlew_ns 0.843 \
    rsz0062_at_grt "false" \
    crit_fanout 8 \
    status "finished clean" \
    netlist_instances 1599 \
    syn2layout_area_growth_pct 12.4 \
    hold_class "flip-flop to flip-flop" \
    slew_violations 0 \
    whs_endpoint "filt_done" \
    async_flop_share_pct 100 \
    max_freq_ghz 0.236 \
    fin_skew_ns 0.0146 \
    yosysTopAreaCell "dfrtp_1" \
    final.period_utilization_pct 63.3 \
    viasPerCell 5.88 \
    grt_antenna_before_repair 0 \
    grt_remaining_overflow 0 \
    relSlewSlack_pct 43.2 \
    start_kind "flip-flop" \
    drc_errors 0 \
    hpwl_um 30700 \
    fp.dieH_um 172 \
    cts_resized 0 \
    portBuffers 83 \
    die_x_um 172 \
    tool_warnings 28 \
    clock_sinks 181 \
    synthFlopType "dfrtp_1" \
    core.rowCount 61 \
    post-cts-setup-buffer-count 0 \
    drv_cap 0 \
    drt_iter0_markers 882 \
    path_class "flip-flop to flip-flop" \
    clock.latency.late_pin_ns 0.44 \
    ant_nets 0 \
    clock_path_buffers 2 \
    yosysWarnings 1 \
    synth_cell_types 64 \
    clock-root-buffer "clkbuf_16" \
    ir_worst_vdd_uv 236 \
    grt_pass1_vias 11600 \
    cts_tree "yes" \
    hold_viol_final 0 \
    finalCriticalPeriod_ns 4.24 \
    n_fill_cell 2485 \
]
-- cell families (layout without fill, tap and decap cells) --
group	count (synthesis)	count (layout)	share of synthesized area [%]
multiplexers	171	171	12.7
adder cells (fa/ha/maj)	203	203	17.5
buffers and inverters	182	260	4.83
AND-OR/OR-AND	461	461	20.9
flip-flops	181	181	31.3
AND/OR/NAND/NOR	401	401	12.7
-- cell usage after synthesis (23+ instances only) --
master    instances
ha_1            203
nand2_1         192
dfrtp_1         181
o21ai_0         137
inv_1           129
a21oi_1         116
mux2_2           98
nor2_1           79
mux2i_1          73
clkbuf_1         36
nand4_1          28
and3_1           23
nand3_1          23
-- where the power goes --
| part | internal, mW | total (mW) | switching [mW] |
|---|---|---|---|
| sequential | 1.44 | 1.89 | 0.448 |
| combinational | 1.77 | 4.13 | 2.37 |
| clock | 0.537 | 1.02 | 0.483 |
-- metrics by stage --
step / hold WS (ns) / worst slack, ns / total power [mW] / area (sq um) / util [%]
after detailed placement: 0.465 / 2.53 / 5.98 / 15700 / 55.7
after global routing: 0.514 / 2.14 / 7.70 / 16300 / 57.8
after global placement: 0.471 / 2.51 / 5.95 / 15700 / 55.7
after floorplan: 0.433 / 3.13 / 4.83 / 14500 / -
final: 0.477 / 2.46 / 7.04 / 16300 / 57.8
after CTS: 0.477 / 2.45 / 7.04 / 16300 / 57.8
-- cell type report --
class,instances,area (sq um),share of cell area [%]
Clock inverter,13,141,0.869
Clock buffer,19,443,2.72
Tap cell,378,473,2.91
Multi-Input combinational cell,1236,9250,56.8
Timing Repair Buffer,99,952,5.85
Inverter,129,484,2.98
Sequential cell,181,4530,27.8
-- worst max path at each step --
| stage | from | to | slack [ns] | depth (start not counted) |
|---|---|---|---|---|
| finish | a23[5] | b13[0] | 2.46 | 15 |
| global route | a23[5] | b13[0] | 2.14 | 15 |
| CTS | a23[5] | b13[0] | 2.45 | 15 |
-- layer usage --
layer	part of all wire [%]	wire length, um	up-vias	track usage (%)
li1	-	-	6027	-
met1	48	19700	5673	46.7
met2	45	18300	336	45.2
met3	4.8	1950	50	4.33
met4	2.2	900	0	5.77
met5	0	0	-	0
-- layout by cell type (no fill, tap or decap), types with 28 or more instances in the layout --
cell type,n
dfrtp_1,181
nand2_1,191
mux2i_1,73
o21ai_0,137
nand4_1,28
inv_1,129
nor2_1,79
clkdlybuf4s50_1,81
a21oi_1,116
ha_1,203
mux2_2,98
-- critical path, stage by stage, from the launching register on --
cell and delay (ns):
dfrtp_1 0.46, inv_1 0.09, ha_1 0.30, a21oi_1 0.16, nor2_1 0.06, a211oi_1 0.55, nand2_2 0.31, mux2i_1 0.32
ha_1 0.28, nand2b_1 0.14, a21o_1 0.17, a21oi_1 0.15, o21ai_0 0.19, a31oi_4 0.43, mux2_2 0.39, o21ai_0 0.14
Power figures rest on the tool's default switching activity, not on a simulated workload.
